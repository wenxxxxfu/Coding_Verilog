==> design/flow/design.v <==
`timescale 1ns / 1ps
module synch_fifo #(
    parameter   FIFO_WIDTH = 32,                       
    parameter   FIFO_DEPTH = 16,                       
    parameter   FIFO_PTR = 4                           
) (
    input       clk,                                   
    input       rst_n,                                 
    input       fifo_wren,                             
    input       fifo_rden,                             
    input       [FIFO_WIDTH-1:0] fifo_wrdata,          
    output reg  [FIFO_WIDTH-1:0] fifo_rddata,          
    output      fifo_full,                             
    output      fifo_empty,                            
    output      [FIFO_PTR:0] fifo_room_avail,          
    output      [FIFO_PTR:0] fifo_data_avail           
);
reg [FIFO_WIDTH-1:0] mem [0:FIFO_DEPTH-1];       
reg [FIFO_PTR-1:0] wr_ptr, rd_ptr;               
reg [FIFO_PTR:0] count;                          
assign fifo_data_avail = count;
assign fifo_full = (count == FIFO_DEPTH - 1);        
assign fifo_empty = (count == 0);                
assign fifo_room_avail = FIFO_DEPTH - count;
always @(posedge clk or negedge rst_n) begin
    if (!rst_n) begin
        wr_ptr <= 0;
        rd_ptr <= 0;
        count <= 0;
    end else begin
        if (fifo_wren && !fifo_full && !fifo_rden) begin
            mem[wr_ptr] <= fifo_wrdata;
            wr_ptr <= (wr_ptr + 1) % FIFO_DEPTH;
            count <= count + 1;
        end
        if (fifo_rden && !fifo_wren && !fifo_empty) begin
            fifo_rddata <= mem[rd_ptr];
            rd_ptr <= (rd_ptr + 1) % FIFO_DEPTH;
            count <= count - 1;
        end
        if (fifo_wren && fifo_rden && !fifo_full) begin
            if (fifo_empty)
                fifo_rddata <= fifo_wrdata;
            else begin
                mem[wr_ptr] <= fifo_wrdata;
                fifo_rddata <= mem[rd_ptr];
                wr_ptr <= wr_ptr + 1;
                rd_ptr <= rd_ptr + 1;
            end
        end
    end
end
endmodule
==> design/flow/run.sh <==
#!/bin/bash
# OpenROAD 26Q1-2900-gdf79404cd8, Yosys 0.63+post, stock flow scripts
make -C /OpenROAD-flow-scripts/flow DESIGN_CONFIG=/design/flow/config.mk WORK_HOME=/design/flow/orfs finish
==> design/flow/config.mk <==
export PLATFORM = sky130hd
export DESIGN_NAME = synch_fifo
export DESIGN_NICKNAME = synch_fifo
export VERILOG_FILES = /design/flow/design.v
export SDC_FILE = /design/flow/constraint.sdc
export NUM_CORES = 4
export LEC_CHECK = 1
export CORE_UTILIZATION = 30
==> design/flow/constraint.sdc <==
current_design synch_fifo

set clk_period 11.0
set clk_io_pct 0.2

create_clock -name clk0 -period $clk_period [get_ports {clk}]

set non_clock_inputs [all_inputs -no_clocks]
set_input_delay [expr $clk_period * $clk_io_pct] -clock clk0 $non_clock_inputs
set_output_delay [expr $clk_period * $clk_io_pct] -clock clk0 [all_outputs]
==> results.cfg <==
; flow metrics
[run_status]
outcome = finished clean

[final_timing]
hold_viol = 0
worst_pin_slew_ps = 898
fin_crit_sh = 0.421
rsz0062_at_grt = false
setup_ws_ps = 6360
final.setup.tns_ps = 0
setup_viol = 0
slew_headroom = 0.401
clock_skew_ps = 23.3
slew_viol_final = 0
min_period_ps = 4640
fmax_mhz = 216

[logic_synthesis]
ys_cells = 1897
numSynthFlops = 557
ff_type = edfxtp_1
synthAdderAreaFrac = 0.00534
synth.area.mux_share = 0.228
netlist_area_um2 = 28100
yosysWarnings = 2
ys_sh_aoi = 0.0914
yosysSeqAreaShare = 0.593
synth.logic.top_family = multiplexers
simple_gate_area_frac = 0.0430
synth-edff-count = 544
syn_avg_cell_area_um2 = 14.8
synthArstFlopShare = 0.0233
synth-area-yosys_um2 = 28100
synthDistinctLibCells = 69
xor_share = 0.00405
syn_inst = 1897

[placed_design]
gp_congestion = 0.840
place_ws_ps = 5790
dp_hpwl_mm = 44.8
port_buffers = 79

[setup_path]
path_class = in2reg
reg2reg_slack_ps = 7230
crit_cells = 7
reg2reg_to = fifo_rddata[19]$_DFFE_PP_
slowest_delay_ps = 560
r2r.worst_path.cells = 8
critPathArrivalTime_ps = 5010
cp_num_buf_inv = 2
crit_family = simple AND/OR/NAND/NOR gates
r2r_start = rd_ptr[0]$_DFF_PN0_
cp-start-kind = primary input
crit_chain = clkdlybuf4s50_1 -> nand3_1 -> nand2b_2 -> buf_4 -> nand2_4 -> a2111oi_0 -> nor2_1
required_ps = 11370
slowest_stage = a2111oi_0
end_kind = flip-flop
cp_max_fo = 25

[grt]
antenna_found_initial = 3
grt.overflow.total = 0
grt_pass1_vias = 18300
grt_pass1_wl_mm = 121
grt_usage = 0.181
grt_max_degree = 120

[power_and_ir_drop]
p_leak_nw = 10.6
power-per-cell-area_nw_per_um2 = 247
ir_drop_mv = 0.129

[clock_tree]
clk_latency_ps = 640
numClockSinks = 557
cts_tree = yes
htree_levels = 2
clockBufferDepth = 3
clk_pin_slew_ps = 60
clockRootBuffer = clkbuf_16
cts_setup_buffers = 0
ctsHoldBuffers = 0
numCtsBuffers = 61
ctsResizeCount = 0

[detailed_routing]
drt-total-wl_mm = 82.0
routed_via_density = 5.49
routedWlPerCell_um = 25.5
dr.pass1.iters = 5
drc = 0
antenna_left = 0
drt_iter0_markers = 1226
vias = 17600

[floorplan]
coreArea_um2 = 92200
chipArea_um2 = 94900
initial_core_util = 0.305
ioPinCount = 80
fp.dieW_um = 308
fp.dieH_um = 308
rows = 111

[job]
cap_viol_max_count = 0
warnings = 35

[worst_hold_path]
hold_depth = 1
worst_hold_path.endpoint = mem[4][16]$_DFFE_PP_
hold_path.class = reg2reg
hold_start = mem[4][16]$_DFFE_PP_

[cells_and_area]
drive_gt1_frac = 0.338
area_delta_synth_final_pct = 13.6
finalCoreUtilization = 0.346
cell families after synthesis:
| group | after synthesis |
|---|---|
| and+or+nand+nor | 207 |
| DFF | 557 |
| muxes | 571 |
| adders and majority gates | 12 |
| xor gates and xnor gates | 13 |
| AOI/OAI and AO/OA | 347 |
| buffers and inverters | 190 |
cells in the final DEF, fill, tap and decap left out, types with 5 or more instances in the layout:
cell / netlist / final
clkbuf_1: 50 / 16
o22ai_2: 10 / 10
a32oi_1: 7 / 7
nand2b_1: 8 / 7
nor3_1: 10 / 10
a22oi_1: 57 / 57
clkbuf_16: 0 / 62
xnor2_1: 11 / 11
a211oi_1: 15 / 15
a222oi_1: 18 / 18
o221ai_1: 5 / 5
nor2_1: 33 / 33
clkinv_1: 0 / 19
inv_1: 13 / 13
ha_1: 12 / 8
a31oi_1: 12 / 12
nand2_1: 59 / 59
o22ai_1: 40 / 40
o211ai_1: 5 / 5
clkdlybuf4s50_1: 0 / 78
mux2i_1: 48 / 48
nand3_4: 12 / 12
dfrtp_1: 13 / 11
nand3_1: 40 / 40
o21ai_0: 45 / 45
a21oi_1: 44 / 44
nor2b_1: 9 / 9
a221oi_1: 38 / 38
bufinv_16: 0 / 5
nor4_1: 8 / 8
a22o_1: 15 / 15
nand4_1: 9 / 9
clkinv_2: 0 / 9
mux2_1: 33 / 33
edfxtp_1: 544 / 544
buf_4: 4 / 50
mux2_2: 488 / 488
worst register-to-register path, cell delays in order, from the launching register on:
cell       delay (ps)
dfrtp_1           460
inv_1             240
ha_4              600
buf_4             680
nor2b_1           750
a221oi_1          220
a31oi_1           200
a2111oi_0         100
o21ai_0           320
per-layer routing:
layer,global-route usage,share of wire
met1,0.229,0.38
met4,0.0422,0.028
met3,0.0880,0.11
met5,0,0.00048
met2,0.286,0.48
cell usage after synthesis (15+ instances only):
cell type  count  area (um2)
a222oi_1      18         180
a22oi_1       57         428
nand2_1       59         221
a21oi_1       44         220
a211oi_1      15         113
mux2i_1       48         480
edfxtp_1     544       16300
a22o_1        15         131
nand3_1       40         200
o21ai_0       45         225
buf_1         21        78.8
mux2_1        33         372
a221oi_1      38         333
buf_6         23         259
clkbuf_1      50         188
mux2_2       488        5500
o22ai_1       40         250
buf_2         78         390
nor2_1        33         124
cell type report:
class	count	area, um2
Timing Repair Buffer	130	1190
Clock buffer	78	1610
Clock inverter	37	319
Multi-Input combinational cell	1150	10500
Sequential cell	557	16700
Antenna cell	1	2.50
Inverter	14	52.6
Fill cell	8700	60300
Tap cell	1243	1560
flip-flops by register name, summed over array words and instances, names as in the netlist:
signal and flops:
rd_ptr 4, fifo_rddata 32, mem 512, wr_ptr 4, count 5
power breakdown:
part	internal, mW	total (mW)	switching (mW)
registers	2.80	3.05	0.253
clock network	1.15	1.99	0.843
logic	1.11	2.83	1.71
metrics by stage:
stage | cells | power (mW) | cell area (um2) | hold WS, ps
after floorplan | 1897 | 4.77 | 28100 | 524
after detailed placement | 3094 | 5.90 | 30000 | 555
after global placement | 3094 | 5.86 | 30000 | 547
after global routing | 3209 | 8.22 | 31900 | 575
final | 3210 | 7.87 | 31900 | 566
after CTS | 3209 | 7.90 | 31900 | 568
worst max path at each step:
stage | endpoint | start | slack [ps]
finish | fifo_rddata[29]$_DFFE_PP_ | fifo_rden | 6360
global route | fifo_empty | count[1]$_DFFE_PN0P_ | 6200
CTS | fifo_empty | count[0]$_DFFE_PN0P_ | 6360
Power and IR drop assume default switching activity.
